==> design/flow/design.v <==
`timescale 1ns / 1ps
module memory(
    inout [7:0] DataBus,
    input [15:0] AddressBus,
    input OE,
    input WE,
	  input Reset,
    input CLR
    );
  reg [7:0] Data[255:0];
  assign #5 DataBus=OE?8'bzzzz_zzzz:Data[AddressBus];	 
  always @ (WE, Reset, CLR)
    begin
      if (Reset==0)
		  begin
          Data[0]="+";    
          Data[1]="+";   
          Data[2]=",";  
          Data[3]="[";  
          Data[4]=">"; 
          Data[5]="+";     
          Data[6]="+";     
          Data[7]="+";     
          Data[8]="+";     
          Data[9]="<";     
          Data[10]="-";     
          Data[11]="]";     
          Data[12]=">";     
          Data[13]=".";     
          Data[14]=" ";      
          Data[15]=".";     
          Data[16]=".";     
          Data[17]=".";     
          Data[18]=".";     
          Data[19]=".";     
          Data[20]=".";     
          Data[21]=".";     
          Data[22]=".";    
		  end
	   else
		  if(WE==0)
          Data[AddressBus]=DataBus;  
      else
        if(CLR==0)
          begin
            Data[0]=0;    
            Data[1]=0;   
            Data[2]=0;  
            Data[3]=0;  
            Data[4]=0;  
            Data[5]=0;     
            Data[6]=0;     
            Data[7]=0;     
            Data[8]=0;     
            Data[9]=0;     
            Data[10]=0;     
            Data[11]=0;     
            Data[12]=0;     
            Data[13]=0;     
            Data[14]=0;     
            Data[15]=0;   
          end
    end
endmodule
==> design/flow/run.sh <==
#!/bin/bash
# OpenROAD 26Q1-2900-gdf79404cd8, Yosys 0.63+post, stock flow scripts
make -C /OpenROAD-flow-scripts/flow DESIGN_CONFIG=/design/flow/config.mk WORK_HOME=/design/flow/orfs finish
==> design/flow/config.mk <==
export PLATFORM = sky130hd
export DESIGN_NAME = memory
export DESIGN_NICKNAME = memory
export VERILOG_FILES = /design/flow/design.v
export SDC_FILE = /design/flow/constraint.sdc
export NUM_CORES = 4
export LEC_CHECK = 1
export CORE_UTILIZATION = 50
==> design/flow/constraint.sdc <==
current_design memory

set clk_period 27.5
set clk_io_pct 0.2

create_clock -name clk0 -period $clk_period

set non_clock_inputs [all_inputs -no_clocks]
set_input_delay [expr $clk_period * $clk_io_pct] -clock clk0 $non_clock_inputs
set_output_delay [expr $clk_period * $clk_io_pct] -clock clk0 [all_outputs]
==> out/qor.yml <==
sta:
  unclocked_regs: 2048
  untimed_endpoints: 2048
clock_network:
  cts_setup_buffers: 0
  postCtsResizedCells: 0
  cts_hold_buf: 0
floorplanning:
  die_x_um: 326
  top_level_ports: 28
  rows: 118
  die_h_um: 326
  fp_util_pct: 50.6
synthesis:
  ff_type: "dlxtn_1"
  synth-edff-count: 0
  yosysChipArea_mm2: 0.0525
  ys_ff: 2048
  ys_types: 107
  synth_area_mm2: 0.0525
  syn_inst: 5501
  yosys_warnings: 266
  synthArstFlopShare_pct: 0
  ys_cells: 5501
  syn_area_per_cell_um2: 9.55
place:
  place_inst: 7009
  gp_congestion: 1.41
  portBuffers: 11
  dp_hpwl_um: 298000
  pre_cts_slack_ps: 11010
  place_area_mm2: 0.0572
status:
  first-error: "[error] [KeplerFormal.cpp:679] Workflow failed: Iso has multiple drivers: .DataBus4, _5148_.Y0"
  outcome: "stopped before the end"
  lastStage: "clock tree synthesis (4_1_cts)"
Yosys cell counts, types with 51 or more instances:
library cell	count	share of area [%]
buf_2	158	1.5
a22o_1	69	1.2
o211ai_1	51	0.73
a22oi_1	361	5.2
clkbuf_1	200	1.4
a32oi_1	173	2.9
dlxtn_1	2048	58
nor4_1	52	0.62
o22ai_1	106	1.3
nand2_1	225	1.6
nor3_1	63	0.60
a21oi_1	110	1.0
nand4_1	139	1.7
o21ai_0	242	2.3
and3_1	51	0.61
nand3_1	440	4.2
nor2_1	209	1.5
cells by family after synthesis:
kind of cell	share of synthesized area, %
xor gates and xnor gates	0.0334
buffers and inverters	4.40
AOI/OAI and AO/OA	20.0
latches	58.4
muxes	1.86
and+or+nand+nor	15.2
